**design/flow/design.v**
```verilog
`timescale 1ns / 1ps
module ex_mem(
input clk, rstn, memread_ex, memwrite_ex, memtoreg_ex, regwrite_ex, exmem_flush,
input [4:0] dst_ex,
input [31:0] aluresult_ex, forwardBout_ex, pcadd4_ex,
output reg memtoreg_mem, regwrite_mem, mem_access_fault,
output reg [4:0] dst_mem,
output reg [31:0] aluresult_mem, pcadd4_mem, dmemrd_mem
    );
    always@(posedge clk or negedge rstn)begin
        if(!rstn)begin
            memtoreg_mem <= 1'b0;
            regwrite_mem <= 1'b0;
            aluresult_mem = 32'b0;
            pcadd4_mem <= 32'b0;
            dst_mem <= 5'b0;
        end
        else if(exmem_flush)begin
            memtoreg_mem <= 1'b0;
            regwrite_mem <= 1'b0;
            aluresult_mem <= aluresult_ex;
            dst_mem <= dst_ex;
            pcadd4_mem <= pcadd4_ex;
        end
        else begin
            memtoreg_mem <= memtoreg_ex;
            regwrite_mem <= regwrite_ex;
            aluresult_mem <= aluresult_ex;
            dst_mem <= dst_ex;
            pcadd4_mem <= pcadd4_ex;
        end
    end
    (* ram_style = "block" *)
    reg [31:0] data_mem_L1 [0:511];  
    integer i;
    initial begin
        for (i = 0; i < 512; i = i + 1) data_mem_L1[i] = 32'b0;
    end
    always@(posedge clk)begin
        if(!rstn)begin
            mem_access_fault <= 1'b0;
            dmemrd_mem <= 32'd0;
        end
        else begin
            if (aluresult_ex == 32'd1000) begin
                dmemrd_mem <= 32'd0;
                mem_access_fault <= 1'b1;
            end
            else if(memwrite_ex) begin
                data_mem_L1[aluresult_ex >> 3] <= forwardBout_ex;
                mem_access_fault <= 1'b0;
            end
            else begin 
                dmemrd_mem <= (memread_ex == 1)? data_mem_L1[aluresult_ex >> 3] : 32'b0;
                mem_access_fault <= 1'b0;
            end
        end
    end     
endmodule
```
**design/flow/run.sh**
```bash
#!/bin/bash
# OpenROAD 26Q1-2900-gdf79404cd8, Yosys 0.63+post, stock flow scripts
make -C /OpenROAD-flow-scripts/flow DESIGN_CONFIG=/design/flow/config.mk WORK_HOME=/design/flow/orfs finish
```
**design/flow/config.mk**
```make
export PLATFORM = sky130hd
export DESIGN_NAME = ex_mem
export DESIGN_NICKNAME = ex_mem
export VERILOG_FILES = /design/flow/design.v
export SDC_FILE = /design/flow/constraint.sdc
export NUM_CORES = 4
export LEC_CHECK = 1
export CORE_UTILIZATION = 40
export SYNTH_MEMORY_MAX_BITS = 65536
```
**design/flow/constraint.sdc**
```tcl
current_design ex_mem

set clk_period 7.8
set clk_io_pct 0.2

create_clock -name clk0 -period $clk_period [get_ports {clk}]

set non_clock_inputs [all_inputs -no_clocks]
set_input_delay [expr $clk_period * $clk_io_pct] -clock clk0 $non_clock_inputs
set_output_delay [expr $clk_period * $clk_io_pct] -clock clk0 [all_outputs]
```
==> impl_metrics.json <==
{
  "run_status": "finished, violations left",
  "failed_checks": "max-capacitance violations, max-slew violations",
  "grt.total_usage": 0.286,
  "nFillCells": 124000,
  "drv_cap": 1,
  "peakVddDrop_mv": 0.239,
  "root_buffer": "clkbuf_16",
  "skew_ns": 0.191,
  "grt_setup_unrepaired": "false",
  "worst_setup_path_start_kind": "input pin",
  "avgSynthCellArea_um2": 23.5,
  "critPathMaxFanout": 42,
  "finalCritPeriodShare": 0.831,
  "arrival_ns": 7.74,
  "leakagePower_nw": 224,
  "warning_count": 57,
  "place.gp.congestion": 0.983,
  "dp.cells": 48200,
  "total_power_mw": 185,
  "syn_inst": 26600,
  "yosys_warnings": 1,
  "fa_ha_area_frac": 0,
  "clk_latency_ns": 1.44,
  "tightest_slew_ns": 1.57,
  "ys_sh_xor": 0,
  "hold_path_class": "in -> async",
  "finish.utilization": 0.463,
  "cts_setup_buffers": 0,
  "min_period_ns": 6.48,
  "overflow": 0,
  "hold_violations": 0,
  "numSynthFlops": 16500,
  "simple_gate_area_frac": 0.0102,
  "worstSetupPathType": "in -> reg",
  "grt_first_pass_wirelength_mm": 2740,
  "ys_seq_frac": 0.790,
  "cts.clk_slew.worst_paths_ns": 0.06,
  "ys_cells": 26600,
  "dr.pass1.iters": 6,
  "edf_count": 16400,
  "ys_types": 74,
  "comb_area_um2": 128000,
  "cts_tree": "yes",
  "place_area_um2": 669000,
  "setup_viol": 0,
  "crit_path_end_kind": "flip-flop",
  "drt_iter0_markers": 22500,
  "post-dp-hpwl_mm": 1270,
  "drc": 0,
  "whs_ns": 0.115,
  "syn2layout_area_growth_pct": 15.5,
  "final_cells": 51700,
  "powerDensity_nw_per_um2": 256,
  "num_io_pins": 212,
  "grt_start_max_net_pins": 118,
  "portBuffers": 211,
  "yosys-stat-area_um2": 626000,
  "final_cell_mix": "edfxtp_1 (16400), mux4_2 (4067), buf_4 (1918)",
  "ff_type": "edfxtp_1",
  "clk_path_buf_depth": 6,
  "die_height_mm": 1.25,
  "lay_top_count": "edfxtp_1",
  "clock-sinks": 16500,
  "fp.dieW_mm": 1.25,
  "slew_headroom": -0.0579,
  "detail-route-antenna-nets": 0,
  "final_max_slew_viol_count": 2,
  "synthMuxAreaShare": 0.164,
  "grt_pass1_vias": 332000,
  "ys_top_logic_family": "multiplexers",
  "aoi_share": 0.0232,
  "htree_levels": 7,
  "avgViaCountPerCell": 5.87,
  "design_area_um2": 722000,
  "wl_mm": 2030,
  "fp-utilization": 0.401,
  "antenna_found_initial": 212,
  "seq_area_um2": 494000,
  "row_count": 459,
  "die_area_um2": 1570000,
  "coreArea_um2": 1560000,
  "holdBufCountCts": 0,
  "async_flop_share": 0.00431,
  "critPathRequiredTime_ns": 9.06,
  "cts.repair.resized": 0,
  "cts_buffers": 1703,
  "syn_area_um2": 626000,
  "layout-drive-gt1-share": 0.301,
  "via_count": 303000,
  "fmax_mhz": 154,
  "wl_per_cell_um": 39.2
}
==> synthesized netlist by cell type, drive strengths merged (6+ instances only) <==
master | number | share of area
dfxtp | 33 | 0.0011
inv | 6 | 0.000036
o2111a | 7 | 0.00013
and2 | 8 | 0.000080
o32ai | 6 | 0.000084
mux2i | 1047 | 0.017
a221oi | 255 | 0.0036
nand3 | 132 | 0.0011
o211ai | 28 | 0.00034
or4 | 6 | 0.000072
a22o | 217 | 0.0030
nor2b | 14 | 0.00014
mux4 | 4067 | 0.15
nor2 | 593 | 0.0036
edfxtp | 16400 | 0.79
clkbuf | 520 | 0.0031
o221ai | 162 | 0.0023
nand2b | 9 | 0.000090
mux2 | 30 | 0.00054
a221o | 6 | 0.000096
buf | 1016 | 0.0092
a2111oi | 16 | 0.00026
and4b | 9 | 0.00014
o2111ai | 17 | 0.00024
a32oi | 19 | 0.00027
nor4 | 39 | 0.00039
a22oi | 531 | 0.0064
dfrtp | 71 | 0.0028
nand4 | 46 | 0.00046
and3 | 27 | 0.00027
a21oi | 238 | 0.0019
nand2 | 511 | 0.0031
nor3 | 70 | 0.00056
o22ai | 209 | 0.0021
a211oi | 17 | 0.00020
o21ai | 157 | 0.0013
a31oi | 57 | 0.00057
==> critical path: stages <==
cell	delay, ns
buf_16	0.36
buf_4	0.66
buf_12	0.43
buf_4	0.56
mux4_2	0.39
mux2i_1	0.79
o22ai_1	0.48
nor4_1	0.91
buf_4	0.29
nand4_1	0.14
nor4b_2	0.49
buf_4	0.25
buf_4	0.17
a41oi_1	0.10
==> stage by stage <==
step                      setup TNS, ns  setup WS (ns)
final                                 0           1.32
after global routing                  0           1.39
after CTS                             0           1.56
after detailed placement              0         0.0814
after global placement            -1.35          -1.12
after floorplan                       0           2.31
==> state kept, by name, summed over array words and instances, names as in the netlist <==
register / flops
data_mem_L1: 16384
mem_access_fault: 1
dmemrd_mem: 32
regwrite_mem: 1
dst_mem: 5
aluresult_mem: 32
pcadd4_mem: 32
memtoreg_mem: 1
==> layer usage <==
layer	up-vias	part of all wire	GRT usage
met5	-	0.0082	0.113
met4	285	0.060	0.132
met3	3979	0.24	0.301
met2	25100	0.43	0.375
met1	153000	0.26	0.269
li1	121000	-	-
==> cell type report <==
cell class                 instances  area share
sequential                     16500       0.684
multi-input combinational       8615       0.178
clock buffer                    2135      0.0619
tap                            20700      0.0359
timing repair buffer            2317      0.0283
clock inverter                   883      0.0102
antenna                          479     0.00166
inverter                           6   0.0000658
==> worst paths after layout <==
check                                   end  slack [ns]            startpoint  depth (start not counted)
setup / recovery             dmemrd_mem[21]        1.32       aluresult_ex[4]                         14
hold / removal                   dst_mem[2]        0.11                  rstn                          1
setup reg to reg             dmemrd_mem[26]        3.16  data_mem_L1[179][26]                          8
hold reg to reg               dmemrd_mem[0]        0.59         dmemrd_mem[0]                          2
max in group asynchronous  aluresult_mem[6]        6.61                  rstn                          3
min in group clk0          aluresult_mem[5]        0.42       aluresult_ex[5]                          1
==> kinds of logic (layout without fill, tap and decap cells) <==
group	after synthesis	in the layout
mux	5144	5144
flops	16500	16500
other cells	0	479
compound gates	1980	1980
buf+inv	1542	5341
simple gates	1491	1491
==> power breakdown <==
group          switching (mW)  total (mW)  internal, mW
clock network            33.2        77.3          44.2
logic                    6.84        9.92          3.08
registers              0.0336        97.5          97.5
total                    40.0         185           145
Power and IR drop assume default switching activity.

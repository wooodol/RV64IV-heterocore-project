$ cat design.v
`timescale 1ns / 1ps
module reg_file(
input clk, rstn, regwrite_wb,
input [4:0] rs_id, rt_id, dst_wb,
input [31:0] regwd_wb,
output [31:0] regrd1_id, regrd2_id
    );
    reg [31:0] register [0:31];
    always@(negedge clk or negedge rstn)begin
        if(!rstn)begin   
            register[0] <= 32'b0;     
            register[1] <= 32'b0;     
            register[2] <= 32'd2048;  
            register[3] <= 32'b0;     
            register[4] <= 32'b0;     
            register[5] <= 32'b0;     
            register[6] <= 32'b0;     
            register[7] <= 32'b0;     
            register[8] <= 32'b0;     
            register[9] <= 32'b0;     
            register[10] <= 32'b0;    
            register[11] <= 32'b0;    
            register[12] <= 32'b0;    
            register[13] <= 32'b0;    
            register[14] <= 32'b0;    
            register[15] <= 32'b0;    
            register[16] <= 32'b0;    
            register[17] <= 32'b0;    
            register[18] <= 32'b0;    
            register[19] <= 32'b0;    
            register[20] <= 32'b0;    
            register[21] <= 32'b0;    
            register[22] <= 32'b0;    
            register[23] <= 32'b0;    
            register[24] <= 32'b0;    
            register[25] <= 32'b0;    
            register[26] <= 32'b0;    
            register[27] <= 32'b0;    
            register[28] <= 32'b0;    
            register[29] <= 32'b0;    
            register[30] <= 32'b0;    
            register[31] <= 32'b0;    
        end
        else begin
            if(regwrite_wb)begin
                if(dst_wb != 5'b0)begin  
                    register[dst_wb] <= regwd_wb;
                end
            end
        end
    end
    assign regrd1_id = register[rs_id];
    assign regrd2_id = register[rt_id];
endmodule
$ cat run.sh
#!/bin/bash
# OpenROAD 26Q1-2900-gdf79404cd8, Yosys 0.63+post, stock flow scripts
make -C /OpenROAD-flow-scripts/flow DESIGN_CONFIG=/design/flow/config.mk WORK_HOME=/design/flow/orfs finish
$ cat config.mk
export PLATFORM = sky130hd
export DESIGN_NAME = reg_file
export DESIGN_NICKNAME = reg_file
export VERILOG_FILES = /design/flow/design.v
export SDC_FILE = /design/flow/constraint.sdc
export NUM_CORES = 4
export LEC_CHECK = 1
export CORE_UTILIZATION = 50
$ cat constraint.sdc
current_design reg_file

set clk_period 12.4
set clk_io_pct 0.2

create_clock -name clk0 -period $clk_period [get_ports {clk}]

set non_clock_inputs [all_inputs -no_clocks]
set_input_delay [expr $clk_period * $clk_io_pct] -clock clk0 $non_clock_inputs
set_output_delay [expr $clk_period * $clk_io_pct] -clock clk0 [all_outputs]
==> results.sh <==
# source this file to load flow results
export IMPL_required_ps=9920
export IMPL_setup_viol=0
export IMPL_cts_tree="yes"
export IMPL_placed_area_um2=57500
export IMPL_flop_cell="dfrtn_1"
export IMPL_largest_reg_flops=1024
export IMPL_die_x_um=330
export IMPL_drt_wirelength_per_cell_um=46.8
export IMPL_lay_top_count="dfrtn_1"
export IMPL_ys_sh_xor=0
export IMPL_cts_buffer_depth=3
export IMPL_power_density_nw_per_um2=158
export IMPL_logic_family="multiplexers"
export IMPL_grt_pass1_vias=48000
export IMPL_final_cell_area_um2=61400
export IMPL_grt_max_degree=117
export IMPL_synthArstFlopShare=1.00
export IMPL_syn2layout_area_growth_pct=13.9
export IMPL_synth_area_per_cell_um2=11.1
export IMPL_cp_max_fo=3
export IMPL_synth_edff_count=0
export IMPL_total_power_uw=9680
export IMPL_clock_skew_ps=0
export IMPL_clk_pin_slew_ps=50
export IMPL_startpoint_type="register"
export IMPL_die_size_y_um=330
export IMPL_yosysWarningCount=2
export IMPL_hp_start="register[0][30]"
export IMPL_postCtsHoldBufs=0
export IMPL_ff2ff_setup_slack_ps=11530
export IMPL_met3_usage=0.399
export IMPL_grtUsageMet2=0.721
export IMPL_rows=120
export IMPL_drtAntennaViolNets=0
export IMPL_netlist_top_cells_area="dfrtn_1, mux2_2, nand3_1"
export IMPL_place_gp_congestion=1.05
export IMPL_netlist_instances=4855
export IMPL_finalMaxSlewViolations=0
export IMPL_core_area_um2=107000
export IMPL_tns_ps=0
export IMPL_cp_end_kind="output pin"
export IMPL_grtUsageMet1=0.690
export IMPL_clockRootBuffer="clkbuf_16"
export IMPL_vdd_ir_drop_max_mv=0.128
export IMPL_grt_ovfl_total=0
export IMPL_vias_per_cell=7.87
export IMPL_hold_violations=0
export IMPL_antenna_found_initial=40
export IMPL_clock_latency_ps=670
export IMPL_r2r_cells=1
export IMPL_yosys_cells=4855
export IMPL_worst_pin_slew_ps=1230
export IMPL_cts_sinks=1024
export IMPL_drt_iter0_drc=6558
export IMPL_rsz0062_at_grt="no"
export IMPL_synth_cellmix_compoundShare=0.101
export IMPL_outcome="finished, final reports clean"
export IMPL_post_cts_resized=0
export IMPL_drive_above_1_share=0.327
export IMPL_pre_cts_slack_ps=845
export IMPL_lay_top_cells="dfrtn_1, mux2_2, nand3_1, a22oi_1, buf_4"
export IMPL_openroad_warnings=32
export IMPL_whs_path_depth=0
export IMPL_grt_busiest_layer="met2"
export IMPL_grt_pass1_wl_um=403000
export IMPL_reg2reg_from="register[17][3]"
export IMPL_ys_seq_frac=0.475
export IMPL_p_leak_uw=0.0270
export IMPL_fin_ws_ps=550
export IMPL_cts_buffers=113
export IMPL_drt_total_wl_um=298000
export IMPL_ys_area_um2=53900
export IMPL_setup_worst_path_class="register to output pin"
export IMPL_ys_sh_mux=0.227
export IMPL_track_usage=0.574
export IMPL_vias=50100
export IMPL_cp_startpoint="register[26][10]"
export IMPL_adder_share=0
export IMPL_yosys_area_top_type="dfrtn_1"
export IMPL_drv_cap=0
export IMPL_reg_top3="register: 1024 flops"
export IMPL_r2r_end="register[17][3]"
export IMPL_first_pass_iters=8
export IMPL_ys_ff=1024
export IMPL_die_area_um2=109000
export IMPL_critPathArrivalTime_ps=9370
export IMPL_synthDistinctLibCells=70
export IMPL_synth_top_area_share=0.475
export IMPL_cts_htree_levels=3
export IMPL_min_to="register[0][30]"
export IMPL_portBuffers=113
export IMPL_fp_util=0.504
export IMPL_post_cts_buffers=0
export IMPL_dp_hpwl_um=179000
export IMPL_io_pins=114
export IMPL_syn_cell_area_um2=53900
export IMPL_relSlewSlack=0.182
export IMPL_post_route_drc_count=0
export IMPL_hold_path_class="register to register"
export IMPL_largest_register="register"
export IMPL_ys_sh_simple=0.153
[Yosys cell counts, types with 15 or more instances]
| master | count |
|---|---|
| mux2i_1 | 69 |
| nor2_1 | 110 |
| mux2_1 | 30 |
| buf_1 | 65 |
| o32a_1 | 53 |
| nor4_1 | 25 |
| nand3_1 | 642 |
| nor2b_1 | 19 |
| clkbuf_1 | 379 |
| a222oi_1 | 28 |
| nand4_1 | 227 |
| and3_1 | 208 |
| a22oi_1 | 301 |
| a32oi_1 | 16 |
| nand2_1 | 59 |
| a2111oi_0 | 70 |
| mux2_2 | 993 |
| a21oi_1 | 28 |
| a22o_1 | 36 |
| or4_1 | 33 |
| nand3b_1 | 19 |
| o211ai_1 | 18 |
| o21ai_0 | 23 |
| dfrtn_1 | 1023 |
| a31oi_1 | 22 |
| nor3_1 | 39 |
| a221oi_1 | 15 |
| buf_2 | 103 |
[layer usage]
layer / part of all wire / vias up
li1: - / 18600
met1: 0.34 / 24900
met2: 0.39 / 4764
met3: 0.17 / 1703
met4: 0.097 / 46
met5: 0.0033 / -
[per-stage QoR]
stage,std cells,hold WS (ps),util
6_report,6360,351,0.574
5_1_grt,6314,357,0.573
4_1_cts,6300,352,0.573
3_5_place_dp,6100,353,0.538
3_3_place_gp,6100,347,0.538
2_1_floorplan,4855,412,-
[worst max-delay path, stage by stage, from the launching register on]
cell	delay (ps)
dfrtn_1	440
nand4_1	280
a21oi_1	750
a2111oi_0	170
nand3_1	140
o32a_1	210
clkdlybuf4s50_1	510
[worst max path at each step]
stage | slack, ps | to
after global routing | 470 | regrd1_id[10]
final | 550 | regrd1_id[10]
after CTS | 590 | regrd2_id[22]
[layout make-up]
type                    instances  area (um2)
diodes                         60         150
clock buffers                 170        3380
clock inverters                31         332
fillers                      8907       45500
inverters                      12        45.0
multi-input cells            3261       26400
flip-flops and latches       1024       25600
well taps                    1403        1760
repair buffers                399        3700
[where the power goes]
part / total (uW) / internal, uW / leakage [uW] / switching [uW]
combinational: 1590 / 772 / 0.0120 / 822
sequential: 4620 / 4030 / 0.0131 / 587
clock: 3460 / 1990 / 0.00184 / 1470
total: 9680 / 6800 / 0.0270 / 2880
[cells by family (layout without fill, tap and decap cells)]
kind of cell | Yosys count | in the layout
AND/OR/NAND/NOR | 1480 | 1480
multiplexers | 1094 | 1094
flip-flops | 1024 | 1024
AND-OR/OR-AND | 687 | 687
buffers and inverters | 570 | 612
other | 0 | 60
Power is estimated from default activity; no workload was simulated.
